## /design/flow/constraint.sdc

```tcl
current_design cbc_cipher

set clk_period 1.3
set clk_io_pct 0.2

create_clock -name clk0 -period $clk_period

set non_clock_inputs [all_inputs -no_clocks]
set_input_delay [expr $clk_period * $clk_io_pct] -clock clk0 $non_clock_inputs
set_output_delay [expr $clk_period * $clk_io_pct] -clock clk0 [all_outputs]
```

## /design/flow/config.mk

```make
export PLATFORM = sky130hd
export DESIGN_NAME = cbc_cipher
export DESIGN_NICKNAME = cbc_cipher
export VERILOG_FILES = /design/flow/design.v
export SDC_FILE = /design/flow/constraint.sdc
export NUM_CORES = 4
export LEC_CHECK = 1
export CORE_AREA = 10 10 96 96
export DIE_AREA = 0 0 106 106
```

## /design/flow/design.v

```verilog
module cbc_cipher #(parameter n = 2, parameter m = 4) (
    input logic enc_dec,             
    input logic [8*n*m-1:0] message,
    input logic [8*n-1:0] key,
    output logic [8*n*m-1:0] result
);
    logic [8*n-1:0] block;
    logic [8*n-1:0] prev;
    logic [8*n-1:0] xor_out;
    integer i;
    always_comb begin
        prev = key;
        for (i=0; i<m; i++) begin
            block = message[i*8*n +: 8*n]; 
            xor_out = block ^ prev;
            result[i*8*n +: 8*n] = xor_out;
            if (enc_dec) begin
                prev = xor_out;
            end else begin
                prev = block;
            end
        end
    end
endmodule
```

## /design/flow/run.sh

```bash
#!/bin/bash
# OpenROAD 26Q1-2900-gdf79404cd8, Yosys 0.63+post, stock flow scripts
make -C /OpenROAD-flow-scripts/flow DESIGN_CONFIG=/design/flow/config.mk WORK_HOME=/design/flow/orfs finish
```

==> results.json <==
{
  "vdd_ir_drop_max_uv": 222,
  "final.period_utilization": 1.11,
  "numPortBuffers": 145,
  "grt_pass1_wl_mm": 10.5,
  "worstPathRequired_ps": 1040,
  "synthAdderAreaFrac": 0,
  "internal-power_mw": 1.04,
  "flops": 0,
  "p_sw_uw": 565,
  "die-area_um2": 11200,
  "drt_iter0_drc": 16,
  "yosysMostFrequentCell": "xnor2_1",
  "ys_warn_count": 1,
  "finalHoldViolCount": 0,
  "hold_path_class": "primary input to output port",
  "grt_pass1_vias": 2171,
  "status": "finished, violations left",
  "place.gp.congestion": 0.783,
  "critPathSlowestCell": "mux2i_2",
  "viasPerCell": 3.91,
  "fp.dieW_um": 106,
  "fp_util": 0.205,
  "slew_headroom": 0.847,
  "netlist_top_cells_count": "64 x xnor2_1, 48 x nand2_1, 48 x xor2_1",
  "hold_buffers": 0,
  "setup_ws_ps": -140,
  "min_to": "result[23]",
  "pwr-share-seq": 0,
  "syn_to_final_growth_pct": 158,
  "p_leak_nw": 1.82,
  "die_y_um": 106,
  "comb_power_share": 1.000,
  "fin_crit_ps": 1440,
  "hold_depth": 4,
  "largest_area_cell": "xnor2_1",
  "seqCellArea_um2": 0,
  "ant_nets": 0,
  "crit_path_end_kind": "output port",
  "clkbuf_count": 0,
  "layout-drive-gt1-share": 0.547,
  "synthCells": 198,
  "yosys_cells": 198,
  "n_antenna_cell": 0,
  "vias": 2002,
  "warnings": 34,
  "cp-start-kind": "primary input",
  "ys_sh_simple": 0.195,
  "route.detailed.drc": 0,
  "grt_overflow": 0,
  "worst_pin_slew_ps": 228,
  "num_io_pins": 145,
  "core_region_area_um2": 7210,
  "mux_area_frac": 0.108,
  "syn_area_um2": 1480,
  "area_leaders": "xnor2_1 38%, xor2_1 28%, nand2_1 12%",
  "grt_max_degree": 13,
  "wl_mm": 6.59,
  "drv_slew": 0,
  "dr.pass1.iters": 4,
  "antenna_found_initial": 0,
  "slowest_delay_ps": 160,
  "avgSynthCellArea_um2": 7.46,
  "n_fill_cell": 664,
  "dp_hpwl_mm": 5.35,
  "setup_viol": 25,
  "wl_per_cell_um": 12.9,
  "finalPower_mw": 1.60,
  "power.share.clock": 0,
  "hp-start": "key[7]",
  "ys_top_logic_family": "XOR/XNOR gates",
  "violations": "negative setup slack",
  "grtUsageTotal": 0.108,
  "maxCapViolCount": 0,
  "postSynthSeqShare": 0,
  "switching_share": 0.353,
  "p_per_area_nw_per_um2": 421,
  "ys_chip_area_um2": 1480,
  "cp_max_fo": 8,
  "aoi_share": 0,
  "rsz0062_at_grt": "yes",
  "cpMostUsedCell": "buf_12",
  "path_cells": "buf_12, buf_12, buf_4, buf_6, nand2_2, mux2i_2, xnor2_1, buf_2",
  "xor_area_frac": 0.664,
  "max_clock_freq_mhz": 694,
  "ys_types": 9,
  "top_cell_area_share": 0.380,
  "rows": 31,
  "crit_type": "primary input to output port",
  "critical_path_arrival_ps": 1180,
  "utilization": 0.527
}
final cells by class:
type	count	area (um2)	share of cell area
Multi-Input combinational cell	192	1810	0.476
Timing Repair Buffer	221	1870	0.492
Tap cell	99	124	0.0326
placed cells by master (no fill, tap or decap), drive strengths merged:
master / netlist / final
or2b: 6 / 6
clkdlybuf4s15: 0 / 11
dlymetal6s2s: 0 / 1
xor2: 48 / 48
nand2b: 10 / 10
mux2i: 16 / 16
xnor2: 64 / 64
buf: 6 / 153
dlygate4sd2: 0 / 39
nand2: 48 / 48
bufbuf: 0 / 1
clkbuf: 0 / 7
clkdlybuf4s50: 0 / 9
how the worst max path moves through the flow:
| stage | depth (start not counted) | slack [ps] | to | start |
|---|---|---|---|---|
| 4_1_cts | 6 | -140 | result[49] | enc_dec |
| 5_1_grt | 6 | -220 | result[50] | enc_dec |
| 6_report | 8 | -140 | result[53] | enc_dec |
stage by stage:
stage	TNS (ps)	instances	setup slack, ps	hold slack, ps	instance area (um2)
floorplan	0	198	259	580	1480
global placement	-45860	489	-950	1330	3410
detailed placement	-45830	489	-948	1330	3410
CTS	-2050	510	-142	837	3590
global route	-3440	512	-215	841	3800
finish	-1690	512	-140	822	3800
cells by family (layout without fill, tap and decap cells):
group,after synthesis,in the layout
and+or+nand+nor,64,64
buffers and inverters,6,221
xor gates and xnor gates,112,112
muxes,16,16
critical path, delay by kind of cell:
family	cells	cell delay (ps)
and+or+nand+nor	1	50
muxes	1	160
xor gates and xnor gates	1	140
buffers and inverters	5	560
power by group through the flow:
stage                 clock (mW)  combinational (mW)  sequential [mW]
after global routing           0                1.76                0
final                          0                1.60                0
after CTS                      0                1.52                0
metal layers:
layer / vias to the layer above / wire, um / global-route usage
met1: 882 / 2880 / 0.133
met3: 0 / 782 / 0.0502
li1: 1022 / - / -
met2: 98 / 2920 / 0.180
met5: - / 0 / 0
met4: 0 / 0 / 0
what timing repair did:
| action | 4_1_cts | 5_1_grt |
|---|---|---|
| setup buffers | 22 | 5 |
| setup endpoints to repair | 64 | 42 |
| pin swaps | 65 | 36 |
| gates resized | 414 | 77 |
| cloned | 2 | 0 |
Power and IR drop assume default switching activity.
